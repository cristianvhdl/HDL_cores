==> /design/flow/design.v <==
`timescale 1ns / 1ps
module mic_module(
    input clk,
    input reset,
    input miso,
    output wire spi_clk,
    output reg chip_select = 1,
    input en,  
    output [11:0] data,
    output reg read_data = 0
    );
reg clk_en = 0;
integer counter = 0;
integer counter_max = 5;
reg internal_clk = 1;
always @(posedge clk)
    if((counter < counter_max) & (clk_en == 1)) begin
        counter <= counter + 1;
    end
    else if(clk_en == 0) begin 
        counter <= 0;
        internal_clk <= 1;
    end
    else begin
        counter <= 0;
        internal_clk = ~internal_clk;
    end
assign spi_clk = internal_clk;    
parameter REST_ST   = 2'b00;
parameter SHIFT0_ST = 2'b01;
parameter SHIFT1_ST = 2'b10;
parameter DONE_ST   = 2'b11;
reg [1:0] state = REST_ST;
always @ (posedge clk)
    if(reset == 1)
        state = REST_ST;
    else begin
        case (state)
            REST_ST : begin
                chip_select <= 1;
                clk_en <= 0;
                read_data <= 0;
                if(en == 1) begin
                    state <= SHIFT0_ST;
                    clk_en <= 1;
                end
                else begin
                    state <= REST_ST;
                    clk_en <= 0;
                end
            end
            SHIFT0_ST : begin
                chip_select <= 0;
                clk_en <= 1;
                read_data <= 0;
                if(internal_data[15] == 1)
                    state <= SHIFT1_ST;
                else
                    state <= SHIFT0_ST;
            end
            SHIFT1_ST : begin
                chip_select <= 0;
                clk_en <= 1;
                read_data <= 0;
                if(internal_data[15] == 0)
                    state <= DONE_ST;
                else
                    state <= SHIFT1_ST;
            end
            DONE_ST : begin
                chip_select <= 1;
                clk_en <= 0;
                read_data <= 1;
                state <= REST_ST;
            end    
        endcase
    end
reg [15:0] internal_data = 16'b1111111111111110;
always @ (negedge internal_clk)
    if((reset == 1) || (internal_data[15] == 0))
        internal_data <= 16'b1111111111111110;
    else
        internal_data <= {internal_data[14:0], miso};
assign data = internal_data[11:0];
endmodule
==> /design/flow/run.sh <==
#!/bin/bash
# OpenROAD 26Q1-2900-gdf79404cd8, Yosys 0.63+post, stock flow scripts
make -C /OpenROAD-flow-scripts/flow DESIGN_CONFIG=/design/flow/config.mk WORK_HOME=/design/flow/orfs finish
==> /design/flow/config.mk <==
export PLATFORM = sky130hd
export DESIGN_NAME = mic_module
export DESIGN_NICKNAME = mic_module
export VERILOG_FILES = /design/flow/design.v
export SDC_FILE = /design/flow/constraint.sdc
export NUM_CORES = 4
export LEC_CHECK = 1
export CORE_UTILIZATION = 30
==> /design/flow/constraint.sdc <==
current_design mic_module

set clk_period 4.0
set clk_io_pct 0.2

create_clock -name clk0 -period $clk_period [get_ports {clk}]

set non_clock_inputs [all_inputs -no_clocks]
set_input_delay [expr $clk_period * $clk_io_pct] -clock clk0 $non_clock_inputs
set_output_delay [expr $clk_period * $clk_io_pct] -clock clk0 [all_outputs]
==> metrics.yaml <==
combinationalPowerShare: 0.060
antenna_found_initial: 0
num_rows: 32
crit_fanout: 19
crit_path_end_kind: "flip-flop"
worstHoldPathType: "reg -> reg"
grt.met1_usage: 0.1823
cts_setup_buffers: 0
critPathRequiredTime_ns: 4.21
setup_viol: 0
fp-utilization: 0.3102
die_w_um: 91.39
slowest_stage: "or4_1"
dp_hpwl_mm: 2.974
viasPerCell: 4.948
ys_cells: 258
unclocked_regs: 16
p_total_mw: 0.7925
ios: 19
cts_tree: "done"
yosysWarnings: 1
top_usage_layer: "met1"
warning_count: 29
gp_congestion: 0.7650
post-route-min-period_ns: 2.459
grt_pass1_wl_mm: 7.486
yosys-top-cells-count: "dfxtp_1, a211oi_1, nand2b_1, nor3_1, inv_1"
finalHoldViolCount: 0
grt.met2_usage: 0.1529
ys_top_cells_by_area: "dfxtp_1, a211oi_1, edfxtp_1, nand2b_1, buf_4"
switchingPower_mw: 0.1815
top_cell: "dfxtp_1"
p_leak_nw: 0.8485
fill_cells: 759
hold_path_startpoint: "counter[31]$_SDFF_PN0_"
edf_count: 4
worstHoldEndpoint: "counter[31]$_SDFF_PN0_"
areaGrowthSynthToFinish_pct: 12.73
post-route-util: 0.3497
r2r-end: "counter[30]$_SDFF_PN0_"
dr.pass1.iters: 4
skew_ns: 0.005814
yosys_most_used_dff: "dfxtp_1"
ctsLongestPathBuffers: 2
seq_area_um2: 1121
insertedDiodeCount: 0
dieArea_um2: 8352
place_inst: 356
cts_resized: 0
cts_made_buffers: 5
h-tree-depth: 2
wl_per_cell_um: 12.09
synthesis.instances: 258
path_cells: "ha_1 -> and4_1 -> nand4_1 -> or4_1 -> a211oi_1"
cts_hold_buf: 0
final.setup.tns_ns: 0
combGateArea_um2: 1086
io_buffers: 18
fin_crit_sh: 0.6148
cts-root-buf: "clkbuf_8"
p_seq_frac: 0.524
die_y_um: 91.39
numSynthFlops: 54
p_sw_frac: 0.2290
first_iter_violations: 90
whs_ns: 0.4959
power.density_nw_per_um2: 293.2
track_usage: 0.1099
max-cap-violations: 0
clk_latency_ns: 0.29
critPathKind: "reg -> reg"
r2r.worst_path.cells: 5
slowest_delay_ns: 0.70
yosysChipArea_um2: 2397
totalWireLength_mm: 4.401
r2r_start: "counter[0]$_SDFF_PN0_"
p_clk_frac: 0.416
vias: 1801
grt_remaining_overflow: 0
outcome: "complete, no violations"
min_delay_path_depth: 1
worst_setup_path_start_kind: "flip-flop"
grt_use_met3: 0.02381
drc_errors: 0
seq_area_frac_synth: 0.4676
core-area_um2: 7727
slew_viol_final: 0
r2r_slack_ns: 1.54
yosysTopAreaCell: "dfxtp_1"
max_freq_mhz: 406.6
relSlewSlack: 0.5504
tightest_slew_ns: 0.6724
rsz0062_at_grt: "false"
avgSynthCellArea_um2: 9.292
arrival_ns: 2.67
yosysUniqueCellTypes: 33
layout-drive-gt1-share: 0.05344
syn_area_um2: 2397
synth_top_area_share: 0.4175
async_flop_share: 0
internal_power_mw: 0.6110
fin_cells: 364
grt_pass1_vias: 1574
antenna_left: 0
grt_max_degree: 27
clk_pin_slew_ns: 0.08
ir_drop_v: 0.0001255
untimed_endpoints: 28
[cell type report]
class                      instances  area share
sequential                        54      0.4148
multi-input combinational        164      0.4019
timing repair buffer              21     0.07500
tap                              102     0.04722
clock buffer                       5     0.02546
inverter                          15     0.02083
clock inverter                     3     0.01481
[sequential cells by signal (all words and copies together), names as in the netlist, named ones only]
signal,flops
counter,32
internal_data,16
chip_select,1
clk_en,1
internal_clk,1
read_data,1
state,1
[through the flow]
| step | cell area (um2) | setup WS, ns |
|---|---|---|
| after floorplan | 2397 | 2.072 |
| final | 2703 | 1.541 |
| after global placement | 2594 | 1.621 |
| after global routing | 2703 | 1.324 |
| after detailed placement | 2594 | 1.570 |
| after CTS | 2703 | 1.552 |
[power by group through the flow]
stage / Sequential (mW) / Combinational [mW] / Clock (mW)
5_1_grt: 0.417 / 0.0538 / 0.348
6_report: 0.416 / 0.0476 / 0.329
4_1_cts: 0.416 / 0.0483 / 0.332
[logic make-up (layout without fill, tap and decap cells)]
kind of cell | Yosys count | count (layout) | share of synthesized area
AOI/OAI and AO/OA | 43 | 43 | 0.1237
xor gates and xnor gates | 11 | 11 | 0.04019
adders and majority gates | 6 | 6 | 0.03131
buffers and inverters | 40 | 44 | 0.08246
DFF | 54 | 54 | 0.4676
and+or+nand+nor | 104 | 104 | 0.2547
[worst max-delay path, delay by kind of cell (launching register included)]
kind | cells | cell delay [ns]
compound gates | 1 | 0.23
fa+ha+maj | 1 | 0.22
simple gates | 3 | 1.53
flops | 1 | 0.40
[how the worst max path moves through the flow]
stage                                 start  depth (start not counted)                      to
after CTS             counter[0]$_SDFF_PN0_                          5  counter[30]$_SDFF_PN0_
after global routing  counter[0]$_SDFF_PN0_                          5  counter[30]$_SDFF_PN0_
final                 counter[0]$_SDFF_PN0_                          5  counter[30]$_SDFF_PN0_
[cells in the final DEF, fill, tap and decap left out, types with 2 or more instances in the layout]
cell type / n
clkdlybuf4s50_1: 18
nor3_1: 16
a21oi_1: 3
and2_1: 2
dfxtp_1: 50
inv_1: 15
clkinv_2: 2
clkbuf_8: 5
o31ai_1: 8
nand2_1: 13
nand4_1: 7
or4_1: 10
and4_1: 7
xor2_1: 5
edfxtp_1: 4
nor2_1: 3
o21ai_0: 12
nand3_1: 10
ha_1: 6
nor4_1: 6
nand2b_1: 16
or3_1: 8
and3_1: 2
xnor2_1: 6
buf_4: 3
a211oi_1: 17
[per-layer routing]
layer  routed length, um  part of all wire
met1                2388              0.54
met2                1802              0.41
met3                 177             0.040
met4                  32            0.0073
met5                   0                 0
