File: design/flow/config.mk
export PLATFORM = sky130hd
export DESIGN_NAME = MT45W8MW16BGX_module
export DESIGN_NICKNAME = MT45W8MW16BGX_module
export VERILOG_FILES = /design/flow/design.v
export SDC_FILE = /design/flow/constraint.sdc
export NUM_CORES = 4
export LEC_CHECK = 1
export CORE_UTILIZATION = 30
File: design/flow/constraint.sdc
current_design MT45W8MW16BGX_module

set clk_period 3.8
set clk_io_pct 0.2

create_clock -name clk0 -period $clk_period [get_ports {clk}]

set non_clock_inputs [all_inputs -no_clocks]
set_input_delay [expr $clk_period * $clk_io_pct] -clock clk0 $non_clock_inputs
set_output_delay [expr $clk_period * $clk_io_pct] -clock clk0 [all_outputs]
File: design/flow/design.v
`timescale 1ns / 1ps
module MT45W8MW16BGX_module(
    input clk,
    input read,
    input write,
    input reset,
    input [23:0] address,
    input [15:0] data_in,
    output [15:0] data_out,
    output reg read_data = 0,
    output reg RamCLK = 0,
    output reg RamADVn = 0,
    output reg RamCEn = 1,
    output reg RamCRE = 0,
    output reg RamOEn = 1,
    output reg RamWEn = 1,
    output reg RamLBn = 0,
    output reg RamUBn = 0,
    input RamWait,
    inout [15:0] MemDB,
    output [22:0] MemAdr
    );
assign MemDB = ((state == WRITE0_ST) || (state == WRITE1_ST)) ? data_in : 16'hzzzz;
assign data_out = MemDB;
assign MemAdr = address;
parameter REST_ST    = 3'b000;
parameter READ0_ST   = 3'b001;
parameter READ1_ST   = 3'b010;
parameter WRITE0_ST  = 3'b011;
parameter WRITE1_ST  = 3'b100;
reg [2:0] state = REST_ST;
always @ (posedge clk)
    if(reset == 1)
        state = REST_ST;
    else begin
        case (state)
            REST_ST : begin
                RamCEn <= 1;
                RamOEn <= 1;
                RamWEn <= 1;
                read_data <= 0;
                if(read == 1)
                    state <= READ0_ST;
                else if(write == 1)
                    state <= WRITE0_ST;
                else
                    state <= REST_ST;
            end
            READ0_ST : begin
                RamCEn <= 0;
                RamOEn <= 0;
                RamWEn <= 1;
                read_data <= 0;
                if(delay_done == 1)
                    state <= READ1_ST;
                else
                    state <= READ0_ST;
            end
            READ1_ST : begin
                RamCEn <= 0;
                RamOEn <= 0;
                RamWEn <= 1;
                read_data <= 1;
                state <= REST_ST;
            end
            WRITE0_ST : begin
                RamCEn <= 0;
                RamOEn <= 1;
                RamWEn <= 0;
                if(delay_done == 1)
                    state <= WRITE1_ST;
                else
                    state <= WRITE0_ST;
            end
            WRITE1_ST : begin
                RamCEn <= 0;
                RamOEn <= 1;
                RamWEn <= 0;
                state <= REST_ST;
            end
        endcase
    end
integer counter = 0;
integer counter_max = 10;
reg delay_done = 0;
always @(posedge clk)
    if((state == REST_ST) || (state == READ1_ST) || (state == WRITE1_ST))begin
        counter <= 0;
        delay_done <= 0;
    end
    else if(counter < counter_max) begin
        counter <= counter + 1;
        delay_done <= 0;
    end
    else begin
        counter <= 0;
        delay_done <= 1;
    end
endmodule
File: design/flow/run.sh
#!/bin/bash
# OpenROAD 26Q1-2900-gdf79404cd8, Yosys 0.63+post, stock flow scripts
make -C /OpenROAD-flow-scripts/flow DESIGN_CONFIG=/design/flow/config.mk WORK_HOME=/design/flow/orfs finish
==> impl_metrics.env <==
# implementation run metrics
export IMPL_start_kind="register"
export IMPL_diodes=0
export IMPL_cts_root_buf="clkbuf_8"
export IMPL_ys_seq_share_pct=37.19
export IMPL_top_area_share_pct=31.88
export IMPL_grt_pass1_wl_um=5623
export IMPL_top_area_cell="dfxtp_1"
export IMPL_ys_types=34
export IMPL_outcome="finished, final reports clean"
export IMPL_drtAntennaViolNets=0
export IMPL_path_cells="nand4_4, nor4_4, nand3_2, or3_1, a21oi_1"
export IMPL_peakVddDrop_v=0.0001392
export IMPL_warnings=27
export IMPL_cts_tree="done"
export IMPL_min_path_type="reg2reg"
export IMPL_drc=0
export IMPL_initCoreUtil_pct=31.17
export IMPL_layout_drive_gt1_share_pct=6.635
export IMPL_worst_pin_slew_ps=557.2
export IMPL_finalSetupViolCount=0
export IMPL_grt_pass1_vias=1236
export IMPL_ctsResizeCount=0
export IMPL_synth_edff_count=4
export IMPL_fin_cells=310
export IMPL_synthFlopType="dfxtp_1"
export IMPL_finalClockSkew_ps=4.303
export IMPL_synthTopCellsByArea="dfxtp_1 (32%), buf_4 (20%), xor2_1 (9.3%)"
export IMPL_critPathMaxFanout=7
export IMPL_relSlewSlack_pct=62.57
export IMPL_dpl_hpwl_um=2096
export IMPL_synth_most_common_cell="buf_4"
export IMPL_crit_buf_inv=0
export IMPL_worst_path_largest_cell_delay_ps=540
export IMPL_cts_sinks=40
export IMPL_yosys_cells=257
export IMPL_gp_congestion=0.7754
export IMPL_max_freq_mhz=516.1
export IMPL_fillers=739
export IMPL_grt_max_degree=23
export IMPL_synth_cells=257
export IMPL_dpl_cell_count=302
export IMPL_first_pass_iters=4
export IMPL_vias=1381
export IMPL_wl_per_cell_um=10.23
export IMPL_clk_pin_slew_worst_paths_ps=80
export IMPL_yosysChipArea_um2=2261
export IMPL_rsz0062_at_grt="no"
export IMPL_drt_total_wl_um=3172
export IMPL_fin_ws_ps=1862
export IMPL_setup_tns_ps=0
export IMPL_worstSkewPairLatency_ps=290
export IMPL_antenna_found_initial=0
export IMPL_portBuffers=7
export IMPL_grt_use_total_pct=9.111
export IMPL_coreArea_um2=7253
export IMPL_cts_hold_buf=0
export IMPL_yosys_top_cells_count="buf_4 (60), dfxtp_1 (36), nor2_1 (34)"
export IMPL_via_per_inst=4.455
export IMPL_p_leak_nw=0.7776
export IMPL_crit_family="simple AND/OR/NAND/NOR gates"
export IMPL_htreeDepth=2
export IMPL_slew_violations=0
export IMPL_post_cts_setup_buffers=0
export IMPL_io_pins=109
export IMPL_ys_ff=40
export IMPL_fin_util_pct=29.83
export IMPL_finalHoldViolations=0
export IMPL_clockBufferDepth=2
export IMPL_async_reset_ff_share_pct=0
export IMPL_syn_area_um2=2261
export IMPL_drt_initial_drc_count=85
export IMPL_crit_path_top_delay_cell="nor4_4"
export IMPL_grt_overflow_total=0
export IMPL_die_h_um=88.81
export IMPL_pre_cts_ws_ps=1818
export IMPL_yosysWarnings=2
export IMPL_worst_setup_path_end_kind="register"
export IMPL_crit_required_ps=4030
export IMPL_syn_area_per_cell_um2=8.797
export IMPL_cts_made_buffers=5
export IMPL_die_x_um=88.81
export IMPL_row_count=31
export IMPL_critical_path_class="reg2reg"
export IMPL_max_cap_violations=0
export IMPL_fin_crit_ps=1938
export IMPL_timing_final_crit_share_pct=50.99
export IMPL_cp_data_arrival_time_ps=2170
export IMPL_area_growth_pct=-4.317
export IMPL_die_area_um2=7887
export IMPL_power_density_nw_per_um2=440.7
-- cell families after synthesis --
kind of cell,count (synthesis),synth area share [%]
simple gates,102,25.35
fa+ha+maj,1,0.5533
other cells,1,0.1659
flops,40,37.19
buf+inv,67,21.08
compound gates,17,4.427
xor+xnor,29,11.23
-- registers in the layout, summed over array words and instances, names as in the netlist --
signal,count
RamWEn,1
counter,32
delay_done,1
RamOEn,1
RamCEn,1
state,3
read_data,1
-- layout make-up --
| cell class | instances | area [µm²] | area share (%) |
|---|---|---|---|
| Clock buffer | 5 | 68.82 | 3.181 |
| Clock inverter | 3 | 90.09 | 4.164 |
| Inverter | 1 | 3.754 | 0.1735 |
| Multi-Input combinational cell | 154 | 958.4 | 44.30 |
| Sequential cell | 40 | 840.8 | 38.87 |
| Tap cell | 99 | 123.9 | 5.726 |
| Timing Repair Buffer | 8 | 77.57 | 3.586 |
-- worst paths after layout --
check,startpoint,end,slack [ps],depth (start not counted)
worst max-delay path,counter[4],counter[27],1860,5
worst min-delay path,counter[31],counter[31],470,1
worst max register to register,counter[4],counter[27],1860,5
worst min register to register,counter[31],counter[31],470,1
-- through the flow --
| stage | hold slack (ps) | instance area [µm²] | total power, mW |
|---|---|---|---|
| 3_3_place_gp | 447.9 | 2004 | 0.4882 |
| 6_report | 465.6 | 2163 | 0.9533 |
| 4_1_cts | 467.5 | 2163 | 0.9672 |
| 2_1_floorplan | 437.7 | 2276 | 0.5102 |
| 3_5_place_dp | 456.0 | 2004 | 0.4881 |
| 5_1_grt | 495.9 | 2163 | 0.9908 |
-- power by group --
part | switching [mW] | total, mW | internal (mW)
logic | 0.0188 | 0.0355 | 0.0168
registers | 0.00870 | 0.442 | 0.434
clock network | 0.147 | 0.475 | 0.328
total | 0.174 | 0.953 | 0.779
-- metal layers --
layer	track usage (%)	vias to the layer above	part of all wire, %	wire (µm)
li1	-	710	-	-
met1	13.39	635	48	1535
met2	13.29	32	43	1375
met3	3.027	4	7.2	229
met4	1.906	0	1.0	32
met5	0	-	0	0
-- placed cells by master, fill, tap and decap left out, types with 2 or more instances in the layout --
cell,Yosys,routed
a21oi_1,5,5
and2_1,2,2
and3_1,3,3
and4_1,2,2
bufinv_16,0,3
clkbuf_8,0,5
clkdlybuf4s50_1,0,7
conb_1,1,5
dfxtp_1,36,36
edfxtp_1,4,4
nand2_1,13,13
nand3_1,10,10
nand4_1,12,12
nor2_1,34,34
nor2b_1,5,5
nor3_1,4,4
nor3b_1,2,2
nor4_1,6,6
nor4_4,2,2
o21ai_0,7,7
or3_1,2,2
xnor2_1,5,5
xor2_1,24,24
Power and IR drop assume default switching activity.
